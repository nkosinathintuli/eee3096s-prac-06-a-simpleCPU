==> flow/design.v <==
`timescale 1ns / 1ps
module CU (clk,rst, instr, result2, operand1, operand2, offset, opcode, sel1, sel3,w_r,newreg0,newreg1,newreg2,newreg3);
    parameter DATA_WIDTH = 8;  
    parameter ADDR_BITS = 5;  
    parameter INSTR_WIDTH =20; 
    input clk,rst;
    input [INSTR_WIDTH-1:0]instr;
    input [DATA_WIDTH-1:0] result2;
    output reg [DATA_WIDTH-1:0] operand1;
    output reg [DATA_WIDTH-1:0] operand2;
    output reg [DATA_WIDTH-1:0] offset;
    output reg [3:0] opcode;
    output reg sel1, sel3, w_r;
    reg [DATA_WIDTH-1:0] regfile [0:3];
    reg [INSTR_WIDTH-1:0]instruction;
    output reg [DATA_WIDTH-1:0] newreg0,newreg1,newreg2,newreg3;
    parameter RESET = 4'b0000;
    parameter DECODE = 4'b0001;
    parameter EXECUTE = 4'b0010;
    parameter MEM_ACCESS = 4'b0100;
    parameter WRITE_BACK = 4'b1000;
    reg [3:0] state = RESET;
    always @(posedge clk) begin
        instruction = instr;
        case (state)
            RESET : begin  
                if (instruction[19:18] == 2'b00)  begin
                    state = RESET; 
                    end else begin
                    state = DECODE;  
                    end
                regfile[0]<= 8'd0;
                regfile[1]<= 8'd1;
                regfile[2]<= 8'd2;
                regfile[3]<= 8'd3;
              newreg0 <=regfile[0];
              newreg1 <=regfile[1];
              newreg2 <=regfile[2];
              newreg3 <=regfile[3];
                operand1 <= #(DATA_WIDTH)'d0;
                operand2 <= #(DATA_WIDTH)'d0;
                offset <= #(DATA_WIDTH)'d0;
                opcode <= 4'b1111;
                sel1 <= 0;
                sel3 <= 0;
                w_r <= 0;
            end
            DECODE : begin  
                state = EXECUTE;  
                if (instruction[19:18] == 2'b1) begin  
                    operand1 <= regfile[instruction[15:14]];  
                    operand2 <= regfile[instruction[13:12]];  
                    offset <= instruction[11:4];
                    opcode <= instruction[3:0];
                   sel1 <= 1;
                    sel3 <= 0;
                    w_r <= 0;
                end else if (instruction[19:18] == 2'b10) begin  
                    operand1 <= regfile[instruction[15:14]];  
                    operand2 <= regfile[instruction[17:16]];  
                    offset <= instruction[11:4];
                    opcode <= instruction[3:0];
                    sel1 <= 0;  
                    sel3 <= 1;  
                    w_r <= 0;
                end else if (instruction[19:18] == 2'b11) begin  
				    operand1 <= regfile[instruction[15:14]];  
                    operand2 <= regfile[instruction[17:16]];  
                    offset <= instruction[11:4];
                    opcode <= instruction[3:0];
                    sel1 <= 0;  
                    sel3 <= 1;  
                    w_r <= 1;
                end
            end
            EXECUTE: begin  
                state = MEM_ACCESS;  
                if (instruction[19:18] == 2'b01) begin  
                    state = WRITE_BACK;
                    operand1 <= regfile[instruction[15:14]];  
                    operand2 <= regfile[instruction[13:12]];  
                    offset <= instruction[11:4];
                    opcode <= instruction[3:0];
                    sel1 <= 1;
                    sel3 <= 0;
                    w_r <= 0;
                end else if (instruction[19:18] == 2'b10) begin  
                    operand1 <= regfile[instruction[15:14]];  
                    operand2 <= regfile[instruction[17:16]];  
                    offset <= instruction[11:4];
                    opcode <= instruction[3:0];
                    sel1 <= 0;  
                    sel3 <= 1;  
                    w_r <= 0;
                end else if (instruction[19:18] == 2'b11) begin  
                  	operand1 <= regfile[instruction[15:14]];  
                    operand2 <= regfile[instruction[17:16]];  
                    offset <= instruction[11:4];
                    opcode <= instruction[3:0];
                    sel1 <= 0;  
                    sel3 <= 1;  
                    w_r <= 1;
                end
            end
            MEM_ACCESS: begin  
                state = WRITE_BACK;  
                if (instruction[19:18] == 2'b10) begin  
                    operand1 <= regfile[instruction[15:14]];  
                    operand2 <= regfile[instruction[17:16]];  
                    offset <= instruction[11:4];
                    opcode <= instruction[3:0];
                    sel1 <= 0;  
                    sel3 <= 1;  
                    w_r <= 0;
                end else if (instruction[19:18] == 2'b11) begin  
                  	state = DECODE;
                  	operand1 <= regfile[instruction[15:14]];  
                    operand2 <= regfile[instruction[17:16]];  
                    offset <= instruction[11:4];
                    opcode <= instruction[3:0];
                    sel1 <= 0;  
                    sel3 <= 1;  
                    w_r <= 1;
                end
            end
            WRITE_BACK: begin  
                state = DECODE;  
                if (instruction[19:18] == 2'b01) begin  
                    regfile[instruction[17:16]] <= result2;  
				  newreg0 <=regfile[0];
            	  newreg1 <=regfile[1];
              	  newreg2 <=regfile[2];
                  newreg3 <=regfile[3];
                    operand1 <= regfile[instruction[15:14]];  
                    operand2 <= regfile[instruction[13:12]];  
                    offset <= instruction[11:4];
                    opcode <= instruction[3:0];
                    sel1 <= 1;
                    sel3 <= 0;
                    w_r <= 0;
                end else if (instruction[19:18] == 2'b11) begin  
                  newreg0 <=regfile[0];
              newreg1 <=regfile[1];
              newreg2 <=regfile[2];
              newreg3 <=regfile[3];
                    regfile[instruction[17:16]] <= result2;  
                    operand1 <= regfile[instruction[15:14]];  
                    operand2 <= regfile[instruction[17:16]];  
                    offset <= instruction[11:4];
                    opcode <= instruction[3:0];
                    sel1 <= 0;  
                    sel3 <= 1;  
                    w_r <= 1;
                end else if (instruction[19:18] == 2'b10) begin  
                  regfile[instruction[17:16]] <= result2;
                  newreg0 <=regfile[0];
                  newreg1 <=regfile[1];
                  newreg2 <=regfile[2];
                  newreg3 <=regfile[3]; 
                    operand1 <= regfile[instruction[15:14]];  
                    operand2 <= regfile[instruction[17:16]];  
                    offset <= instruction[11:4];
                    opcode <= instruction[3:0];
                    sel1 <= 0;  
                    sel3 <= 1;  
                    w_r <= 0;
                end
            end
            default:  
            state = RESET;  
        endcase
    end
endmodule
==> flow/run.sh <==
#!/bin/bash
# OpenROAD 26Q1-2900-gdf79404cd8, Yosys 0.63+post, stock flow scripts
make -C /OpenROAD-flow-scripts/flow DESIGN_CONFIG=/design/flow/config.mk WORK_HOME=/design/flow/orfs finish
==> flow/config.mk <==
export PLATFORM = sky130hd
export DESIGN_NAME = CU
export DESIGN_NICKNAME = CU
export VERILOG_FILES = /design/flow/design.v
export SDC_FILE = /design/flow/constraint.sdc
export NUM_CORES = 4
export LEC_CHECK = 1
export CORE_UTILIZATION = 50
==> flow/constraint.sdc <==
current_design CU

set clk_period 4.0
set clk_io_pct 0.2

create_clock -name clk0 -period $clk_period [get_ports {clk}]

set non_clock_inputs [all_inputs -no_clocks]
set_input_delay [expr $clk_period * $clk_io_pct] -clock clk0 $non_clock_inputs
set_output_delay [expr $clk_period * $clk_io_pct] -clock clk0 [all_outputs]
==> qor.csv <==
stage,metric,value,unit
clock_network,cts_tree,built,
global_routing,grt_overflow,0,
final_timing,hold_violations,0,
power,p_comb_share,35.8,%
drt,drc,0,
global_routing,grt_max_degree,33,
power,clkPwrFrac,15.4,%
power,power.net_switching,1.376,mW
power,p_int,2.943,mW
worst_hold_path,min_path_cells,0,
drt,wl_per_cell,18.78,um
yosys,yosys_warnings,1,
worst_setup_path,path_max_fanout,20,
final_timing,fin_setup_tns,0,ns
drt,finalWirelength,9542,um
final_timing,finalCriticalPeriod,3.120,ns
final_timing,max-slew-margin-rel,42.27,%
layout,layout_top_cell,edfxtp_1,
global_routing,grt_usage,22.87,%
worst_hold_path,holdCritStartpoint,regfile[3][1],
drt,first_pass_iters,4,
global_routing,grt_pass1_vias,2738,
clock_network,htreeDepth,3,
yosys,synth_cell_types,50,
final_timing,worstMarginPinSlew,0.8627,ns
worst_setup_path,rrSetupSlack,1.35,ns
worst_hold_path,holdPathEnd,newreg3[1],
yosys,yosysChipArea,4444,um2
drt,antenna_cells,0,
worst_setup_path,critical_path_required,4.09,ns
power,swShare,31.85,%
worst_setup_path,rr_worst_depth,4,
yosys,async_reset_ff_share,0,%
yosys,ys_seq_share,65.99,%
worst_setup_path,timing.rr.start,state[3],
worst_setup_path,worstPathArrival,3.21,ns
global_routing,grt_pass1_wl,14210,um
yosys,syn_area_per_cell,14.86,um2
clock_network,hold_buffers,0,
final_timing,finalSetupViolCount,0,
run_status,outcome,"complete, no violations",
drt,dr.first_iter.drc_count,113,
worst_setup_path,r2r_end,regfile[0][3],
clock_network,numCtsBuffers,9,
drt,vias,2906,
placed_design,io_buffers,91,
placed_design,place_congestion,0.8775,
clock_network,clk_pin_slew,0.09,ns
yosys,yosys_most_used_dff,edfxtp_1,
worst_setup_path,critPathKind,input pin to flop,
power,p_total,4.319,mW
yosys,syn-cell-area,4444,um2
placed_design,dpl.hpwl,6476,um
placed_design,dp_cells,492,
layout,areaGrowthSynthToFinish,28.32,%
final_timing,period_used_share,78.00,%
global_routing,antenna_found_initial,0,
floorplan,num_io_pins,93,
worst_setup_path,worstSetupStartpointType,input pin,
layout,drive_above_1_share,12.50,%
final_timing,max_freq,0.3205,GHz
final_timing,fin_worst_skew,0.01062,ns
worst_hold_path,hold_class,flop to flop,
floorplan,fp_util,51.21,%
final_timing,maxSlewViolCount,0,
floorplan,fp-row-count,34,
flow_run,tool_warnings,32,
flow_run,max_cap_viol_count,0,
power,pwr_density_cell,757.3,nW/um2
clock_network,clk_latency,0.36,ns
power,leakage,1.992,nW
clock_network,cts_buffer_depth,2,
floorplan,dieArea,9270,um2
yosys,synthCells,299,
layout,fin_cells,508,
power,seq_power_share,48.8,%
floorplan,fp.dieH,96.28,um
yosys,edf_count,95,
clock_network,cts-resized-gates,0,
worst_setup_path,critPathCaptureType,flop,
clock_network,cts.sinks,99,
yosys,ys_cells,299,
layout,lay_top_cells,"edfxtp_1 (95), clkdlybuf4s50_1 (91), and2_1 (21)",
clock_network,cts_setup_buffers,0,
yosys,numSynthFlops,99,
floorplan,die_width,96.28,um
floorplan,coreArea,8678,um2
drt,detail-route-antenna-nets,0,
final_timing,hold_ws,0.4865,ns
drt,vias_per_cell,5.720,
power,peakVddDrop,0.0005963,V
clock_network,root_buffer,clkbuf_8,
final_timing,rsz0062_at_grt,false,
worst max-delay path by stage:
stage	startpoint	to	slack, ns	depth (start not counted)
6_report	instr[19]	operand2[3]	0.88	9
5_1_grt	instr[19]	operand2[3]	0.76	9
4_1_cts	instr[19]	operand2[3]	0.91	9
synthesized netlist by cell type (all sizes together) (9+ instances only):
cell    count  share of area, %
o21ai      14               1.6
a21oi       9               1.0
a22oi      10               1.8
edfxtp     95                64
o211ai      9               1.8
nor2       14               1.2
a22o       10               2.0
buf        11               1.8
and2       21               3.0
nand2      17               1.4
power by group through the flow:
stage     registers (mW)  clock network [mW]  logic [mW]
5_1_grt             2.16               0.715        1.69
6_report            2.11               0.663        1.55
4_1_cts             2.11               0.674        1.57
metrics by stage:
| stage | setup slack (ns) | utilization (%) | area [um2] |
|---|---|---|---|
| detailed placement | 0.5561 | 63.37 | 5499 |
| global route | 0.7617 | 65.72 | 5703 |
| global placement | 0.5697 | 63.37 | 5499 |
| floorplan | 0.02866 | - | 4449 |
| CTS | 0.9068 | 65.72 | 5703 |
| finish | 0.8798 | 65.72 | 5703 |
metal layers:
layer	wire length, um	vias up	part of all wire [%]	global-route usage [%]
met5	0	-	0	0
met4	56	0	0.59	2.736
met3	794	5	8.3	7.871
met2	4632	114	49	33.92
met1	4058	1412	43	38.22
li1	-	1375	-	-
sequential cells by signal, summed over array words and instances, names as in the netlist:
name,count
newreg3,8
newreg1,8
regfile,32
offset,8
operand2,8
sel3,1
operand1,8
w_r,1
newreg0,8
opcode,4
newreg2,8
state,4
sel1,1
area by class of cell:
class                           count  area (um2)
Fill cell                         678        2975
Multi-Input combinational cell    180        1421
Sequential cell                    99        2933
Clock buffer                        9       123.9
Timing Repair Buffer              100       991.0
Clock inverter                      7       80.08
Tap cell                          108       135.1
Inverter                            5       18.77
cell families (layout without fill, tap and decap cells):
family / Yosys count / after routing / share of synthesized area, %
mux: 13 / 13 / 5.743
buf+inv: 20 / 121 / 2.562
flops: 99 / 99 / 65.99
xor+xnor: 2 / 2 / 0.8166
compound gates: 73 / 73 / 12.25
simple gates: 86 / 86 / 10.95
fa+ha+maj: 6 / 6 / 1.689
worst max-delay path, cell delays in order:
cell	delay (ns)
clkdlybuf4s50_1	0.61
inv_1	0.10
ha_1	0.28
nor2b_2	0.22
a31oi_1	0.30
nand2_1	0.31
buf_12	0.26
a32oi_1	0.20
o211ai_1	0.12
Power figures rest on the tool's default switching activity, not on a simulated workload.
